==> flow/design.v <==
module delay #(
    parameter WIDTH = 7     
)(
    input   logic               clk,         
    input   logic               rst,         
    input   logic               trigger,     
    input   logic [WIDTH-1:0]   n,           
    output  logic               time_out     
);
    logic [WIDTH-1:0]   count = {WIDTH{1'b0}};             
    typedef enum {IDLE, COUNTING, TIME_OUT, WAIT_LOW}  my_state;
    my_state current_state, next_state;
    always_ff @(posedge clk)
        if (rst | trigger | count=={WIDTH{1'b0}}) count <= n - 1'b1;
        else                                count <= count - 1'b1;
    always_ff @(posedge clk)
        if (rst)    current_state <= IDLE;
        else        current_state <= next_state; 
    always_comb
        case (current_state)
            IDLE:       if (trigger==1'b1)  next_state = COUNTING;
                        else    next_state = current_state;
            COUNTING:   if (count=={WIDTH{1'b0}}) next_state = TIME_OUT;
                        else    next_state = current_state;
            TIME_OUT:   if (trigger==1'b1)  next_state = WAIT_LOW;
                        else    next_state = IDLE;
            WAIT_LOW:   if (trigger==1'b0)  next_state = IDLE;
                        else    next_state = current_state;
            default: next_state = IDLE;
        endcase
    always_comb
        case (current_state)
            IDLE:       time_out = 1'b0;
            COUNTING:   time_out = 1'b0;
            TIME_OUT:   time_out = 1'b1;
            WAIT_LOW:   time_out = 1'b0;
            default:    time_out = 1'b0;
        endcase
endmodule
==> flow/run.sh <==
#!/bin/bash
# OpenROAD 26Q1-2900-gdf79404cd8, Yosys 0.63+post, stock flow scripts
make -C /OpenROAD-flow-scripts/flow DESIGN_CONFIG=/design/flow/config.mk WORK_HOME=/design/flow/orfs finish
==> flow/config.mk <==
export PLATFORM = sky130hd
export DESIGN_NAME = delay
export DESIGN_NICKNAME = delay
export VERILOG_FILES = /design/flow/design.v
export SDC_FILE = /design/flow/constraint.sdc
export NUM_CORES = 4
export LEC_CHECK = 1
export CORE_AREA = 10 10 70 70
export DIE_AREA = 0 0 80 80
==> flow/constraint.sdc <==
current_design delay

set clk_period 3.5
set clk_io_pct 0.2

create_clock -name clk0 -period $clk_period [get_ports {clk}]

set non_clock_inputs [all_inputs -no_clocks]
set_input_delay [expr $clk_period * $clk_io_pct] -clock clk0 $non_clock_inputs
set_output_delay [expr $clk_period * $clk_io_pct] -clock clk0 [all_outputs]
==> impl_metrics.json <==
{
  "fp.dieH_um": 80,
  "ys_warn_count": 1,
  "die-width_um": 80,
  "maxClockFrequency_mhz": 377,
  "number_of_maximum_capacitance_violations": 0,
  "yosys.area_share.simple_pct": 20.0,
  "critical_path.endpoint_type": "flip-flop",
  "critical_path.max_fanout": 9,
  "flops_latches_synth": 11,
  "totalPowerFinal_uw": 295,
  "timing.slew.headroom_pct": 70.9,
  "timing.clock.skew_ps": 0.341,
  "grt_overflow_total": 0,
  "syn-mean-instance-area_um2": 9.08,
  "route.antenna.diode_count": 0,
  "synth-area-yosys_um2": 563,
  "status": "finished, final reports clean",
  "layout-drive-gt1-share_pct": 8.11,
  "clock_tree_from_tritoncts": "yes",
  "dp.final_hpwl_um": 951,
  "ant_nets_after_route": 0,
  "yosysTopAreaCell": "sky130_fd_sc_hd__dfxtp_1",
  "numPortBuffers": 10,
  "post_synth_main_logic_family": "AND-OR/OR-AND gates",
  "tightestPinTransition_ps": 435,
  "netlist.area_leader.share_pct": 39.1,
  "netlist_instances": 62,
  "pwr_density_cell_mw_per_mm2": 400,
  "die_area_mm2": 0.00640,
  "mapped_area_um2": 563,
  "tritoncts.num_buffers": 3,
  "grt_antenna_before_repair": 0,
  "yosys-top-cells-count": "sky130_fd_sc_hd__dfxtp_1 (11), sky130_fd_sc_hd__a22oi_1 (5), sky130_fd_sc_hd__nor2_1 (5), sky130_fd_sc_hd__nor3_1 (5), sky130_fd_sc_hd__xnor2_1 (3)",
  "irDropWorstVdd_v": 0.000161,
  "cellLeakagePower_nw": 0.257,
  "clk_latency_ps": 260,
  "ys_sh_aoi_pct": 26.0,
  "adder_share_pct": 2.22,
  "syn_to_final_growth_pct": 31.1,
  "first_global_vias": 423,
  "cp_cell_sequence": "clkdlybuf4s50_1 -> nor2_2 -> o21ai_4 -> a22oi_1 -> ha_1 -> o21ai_1 -> a2111oi_1 -> xnor2_1",
  "detail_route.first_pass.iterations": 4,
  "post_synth_main_area_contributors": "sky130_fd_sc_hd__dfxtp_1 (39%), sky130_fd_sc_hd__a22oi_1 (6.7%), sky130_fd_sc_hd__xnor2_1 (4.7%)",
  "rsz0062_at_grt": "false",
  "grt_pass1_wl_um": 1830,
  "htree_levels": 1,
  "ys_sh_xor_pct": 6.22,
  "path_class": "primary input to flip-flop",
  "post-route-drc-count": 0,
  "final-hold-violation-count": 0,
  "most_common_cell": "sky130_fd_sc_hd__dfxtp_1",
  "gp_routability_congestion": 0.755,
  "dominantRegCellSynth": "sky130_fd_sc_hd__dfxtp_1",
  "postSynthSeqShare_pct": 39.1,
  "core_area_mm2": 0.00342,
  "cts_root_buffer": "sky130_fd_sc_hd__clkbuf_4",
  "via_per_inst": 4.24,
  "timing.critical_path.arrival_ps": 2790,
  "ioPinCount": 11,
  "grt_usage_pct": 3.44,
  "cts_resized": 0,
  "critPathMaxStageDelay_ps": 510,
  "cts.reportedPaths.clkPinSlew_ps": 70,
  "min_path_type": "flip-flop to flip-flop",
  "warnings": 25,
  "totalNegativeSetupSlack_ps": 0,
  "max-clock-path-buffers": 2,
  "final.min_clock_period_ps": 2650,
  "dr.first_iter.drc_count": 22,
  "report.final.slew_viol_count": 0,
  "count_of_cell_types_in_the_netlist": 31,
  "number_of_sinks_driven_by_the_clock_tree": 11,
  "largest_net_degree_at_the_start_of_global_routing": 10,
  "worstPathRequired_ps": 3640,
  "post_cts_buffers": 0,
  "critical-path-slowest-cell": "sky130_fd_sc_hd__clkdlybuf4s50_1",
  "timing.final.setup_violations": 0,
  "initial_core_util_pct": 16.5,
  "setup.worst_path.start_class": "primary input",
  "post-route-period-util_pct": 75.8,
  "drt-total-wl_um": 1210,
  "row_count": 21,
  "synth.mux.area_fraction_pct": 3.56,
  "synth_stat.cells": 62,
  "num_vias": 509,
  "wire_per_inst_um": 10.1,
  "cts_hold_repair.buffers": 0,
  "enable_flop_cells": 0,
  "synth-async-reset-ratio_pct": 0
}
## kinds of logic (layout without fill, tap and decap cells)
logic type,after synthesis,count (layout)
simple gates,21,21
compound gates,19,19
flops,11,11
xor+xnor,4,4
buf+inv,4,16
mux,2,2
fa+ha+maj,1,1
## metrics by stage
stage,instance area (um^2),hold WS (ps),setup WS [ps],instances,util [%]
after floorplan,563,445,1370,62,-
after global placement,712,463,649,116,20.8
after detailed placement,712,468,571,116,20.8
after CTS,738,478,848,120,21.6
after global routing,738,494,702,120,21.6
final,738,477,848,120,21.6
## path summary, 6_finish.rpt
check / from / to / slack, ps / depth (start not counted)
max: rst / count[6]$_DFF_P_ / 850 / 8
min: count[3]$_DFF_P_ / count[3]$_DFF_P_ / 480 / 2
max reg2reg: count[3]$_DFF_P_ / count[6]$_DFF_P_ / 1350 / 7
min reg2reg: count[3]$_DFF_P_ / count[3]$_DFF_P_ / 480 / 2
## per-layer routing
| metal | global-route usage, % | up-vias | part of all wire (%) |
|---|---|---|---|
| li1 | - | 263 | - |
| met1 | 5.56 | 228 | 55 |
| met2 | 3.85 | 16 | 37 |
| met3 | 1.59 | 2 | 6.5 |
| met4 | 0.528 | 0 | 0.83 |
| met5 | 0 | - | 0 |
## report_power, final
| part | total [mW] | internal [mW] | switching [mW] |
|---|---|---|---|
| Combinational | 0.0594 | 0.0307 | 0.0287 |
| Clock | 0.0831 | 0.0440 | 0.0391 |
| Sequential | 0.152 | 0.140 | 0.0122 |
## sequential cells by signal, summed over array words and instances (netlist names)
name	flops
count	7
current_state	4
## final cells by class
type | instances | area, um^2
well taps | 46 | 57.6
clock buffers | 4 | 26.3
flip-flops and latches | 11 | 220
inverters | 2 | 7.51
fillers | 388 | 2680
multi-input cells | 47 | 327
repair buffers | 10 | 100
## critical path: cells and delay by family
kind	cells	cell delay [ps]
xor gates and xnor gates	1	120
and+or+nand+nor	1	400
buffers and inverters	1	510
AOI/OAI and AO/OA	4	850
adders and majority gates	1	210
## cells in the final DEF, fill, tap and decap left out, types with 2 or more instances in the layout
| cell | Yosys | final |
|---|---|---|
| sky130_fd_sc_hd__nor2_1 | 5 | 5 |
| sky130_fd_sc_hd__a22oi_1 | 5 | 5 |
| sky130_fd_sc_hd__or3_1 | 2 | 2 |
| sky130_fd_sc_hd__clkbuf_4 | 0 | 3 |
| sky130_fd_sc_hd__mux2i_1 | 2 | 2 |
| sky130_fd_sc_hd__inv_1 | 2 | 2 |
| sky130_fd_sc_hd__nor3b_1 | 2 | 2 |
| sky130_fd_sc_hd__or2_1 | 2 | 2 |
| sky130_fd_sc_hd__xnor2_1 | 3 | 3 |
| sky130_fd_sc_hd__o211ai_1 | 2 | 2 |
| sky130_fd_sc_hd__a21oi_1 | 2 | 2 |
| sky130_fd_sc_hd__dfxtp_1 | 11 | 11 |
| sky130_fd_sc_hd__nor3_1 | 5 | 5 |
| sky130_fd_sc_hd__clkdlybuf4s50_1 | 0 | 10 |

## flow/config.mk

```make
export PLATFORM = sky130hd
export DESIGN_NAME = f1_fsm_timer
export DESIGN_NICKNAME = f1_fsm_timer
export VERILOG_FILES = /design/flow/design.v
export SDC_FILE = /design/flow/constraint.sdc
export NUM_CORES = 4
export LEC_CHECK = 1
export CORE_AREA = 10 10 106 106
export DIE_AREA = 0 0 116 116
```

## flow/constraint.sdc

```tcl
current_design f1_fsm_timer

set clk_period 4.6
set clk_io_pct 0.2

create_clock -name clk0 -period $clk_period [get_ports {clk}]

set non_clock_inputs [all_inputs -no_clocks]
set_input_delay [expr $clk_period * $clk_io_pct] -clock clk0 $non_clock_inputs
set_output_delay [expr $clk_period * $clk_io_pct] -clock clk0 [all_outputs]
```

## flow/run.sh

```bash
#!/bin/bash
# OpenROAD 26Q1-2900-gdf79404cd8, Yosys 0.63+post, stock flow scripts
make -C /OpenROAD-flow-scripts/flow DESIGN_CONFIG=/design/flow/config.mk WORK_HOME=/design/flow/orfs finish
```

## flow/design.v

```verilog
module f1_fsm (
    input   logic       rst,
    input   logic       en,
    input   logic       clk,
    output  logic [7:0] data_out
);
    reg [7:0] state;
    reg [7:0] nextstate;
    localparam s0 = 8'b0;
    localparam s1 = 8'b1;
    localparam s2 = 8'b11;
    localparam s3 = 8'b111;
    localparam s4 = 8'b1111;
    localparam s5 = 8'b11111;
    localparam s6 = 8'b111111;
    localparam s7 = 8'b1111111;
    localparam s8 = 8'b11111111;
    always @ (posedge clk) begin
        if (rst) begin
            state <= s0;
            nextstate <= s1;
        end
        else if (en) begin
            state <= nextstate;
            case (nextstate)
                s0: nextstate <= s1;
                s1: nextstate <= s2;
                s2: nextstate <= s3;
                s3: nextstate <= s4;
                s4: nextstate <= s5;
                s5: nextstate <= s6;
                s6: nextstate <= s7;
                s7: nextstate <= s8;
                s8: nextstate <= s0;
                default: nextstate <= 0;
            endcase
        end
    end
    assign data_out = state;
endmodule
module clktick #(
    parameter WIDTH = 16
)(
  input  logic             clk,       
  input  logic             rst,       
  input  logic             en,        
  input  logic [WIDTH-1:0] N,     	  
  output logic  		   tick       
);
logic [WIDTH-1:0] count;
always_ff @ (posedge clk)
    if (rst) begin
        tick <= 1'b0;
        count <= N;  
        end
    else if (en) begin
        if (count == 0) begin
            tick <= 1'b1;
            count <= N;
            end
        else begin
            tick <= 1'b0;
            count <= count - 1'b1;
            end
        end
endmodule
module f1_fsm_timer #(
    parameter WIDTH = 16
) (
    input  logic            clk,
    input  logic            rst,
    input  logic            en, 
    input  logic [WIDTH-1:0] N, 
    output  logic [7:0] data_out
);
    wire driveFSM;
clktick myclktick (
    .clk (clk),
    .rst (rst),
    .en (en),
    .N (N),
    .tick (driveFSM)
);
f1_fsm myf1_fsm (
    .clk (clk),
    .rst (rst),
    .en (driveFSM),
    .data_out (data_out)
);
endmodule
```

==> flow_summary.ini <==
; physical design summary
[power_and_ir_drop]
power.switching_fraction_pct = 24.0
clock_power_share_pct = 32.4
leakage_nw = 0.787
netSwitchingPower_mw = 0.154
power_report.internal_total_mw = 0.487
share_seq_of_total_power_pct = 54.8
comb_power_share_pct = 12.8
power-per-cell-area_nw_per_um2 = 287
irDropWorstVdd_v = 0.000116

[floorplanning]
die_w_microns = 116
io-pin-count = 27
die_height_microns = 116
chip_area_sq_um = 13500
core_utilization_at_floorplan_pct = 20.0
rows = 34
design.core.area_sq_um = 8850

[global_routing]
first_global_vias = 1192
antenna_found_initial = 0
grt_first_pass_wirelength_microns = 5770
grt_max_degree = 24
grt_use_total_pct = 5.21
grt_remaining_overflow = 0

[detailed_routing]
drt_first_pass_iters = 4
avgViaCountPerCell = 4.13
detail_route.wl_per_cell_microns = 11.6
insertedDiodeCount = 0
drt-total-wl_microns = 3480
detail_route.drc_violations = 0
drtIter0Drc = 58
drt.antenna.violating_nets = 0
vias = 1234

[synth]
avgSynthCellArea_sq_um = 10.9
postSynthRegisterBits = 33
ys.warnings.count = 2
postSynth.asyncResetShare_pct = 0
yosysTopAreaCell = sky130_fd_sc_hd__edfxtp_1
most_common_cell = sky130_fd_sc_hd__nor2_1
post_synth_instance_area_sq_um = 1770
yosys.area.top_type_share_pct = 27.1
top_post_synthesis_cells_by_area = sky130_fd_sc_hd__edfxtp_1 (27%), sky130_fd_sc_hd__dfxtp_1 (19%), sky130_fd_sc_hd__mux2_4 (7.6%)
postSynthCellCount = 162
yosysUniqueCellTypes = 34
postSynthSeqShare_pct = 46.3
ys_cells = 162
most_common_library_cells_after_synthesis = sky130_fd_sc_hd__nor2_1 (18), sky130_fd_sc_hd__dfxtp_1 (17), sky130_fd_sc_hd__edfxtp_1 (16)
yosys_most_used_dff = sky130_fd_sc_hd__dfxtp_1
chip_area_in_the_yosys_report_sq_um = 1770
enable_flop_cells = 16

[clock_network]
cts_repair_resize_count = 0
cts_buffers = 5
clk_lat_worst_skew_ns = 0.28
cts.root.buffer_cell = sky130_fd_sc_hd__clkbuf_8
cts_htree_levels = 2
cts_hold_buffers = 0
count_of_buffers_added_by_post_cts_timing_repair_for_setup = 0
maximum_buffer_depth_of_the_clock_tree = 2
cts_num_sinks = 33
clk_pin_slew_worst_paths_ns = 0.07
tritoncts_clock_tree = yes

[place]
placed_cells_incl_taps = 291
gp_routability_congestion = 0.795
numPortBuffers = 26
dp.final_hpwl_microns = 2620

[setup_path]
list_of_cells_traversed_by_the_critical_path = or4_1 > nor4_4 > a21oi_2 > buf_4 > mux2_4
end_kind = flop
worst_setup_path_start_kind = flop
path_max_fanout = 15
worstSetupPathType = flop to flop
crit_path_max_incr_delay_ns = 0.71
r2r_start = myclktick.count[6]
crit_path_top_delay_cell = sky130_fd_sc_hd__or4_1
cp-startpoint = myclktick.count[6]
worstPathArrival_ns = 2.43
required_worst_endpoint_ns = 4.63

[final_timing]
clock.fmax_mhz = 417
setup_violations = 0
hold_slack_ns = 0.499
rsz_0062_raised_after_global_routing = no
hold_viol = 0
period_minus_slack_ns = 2.40
setup_total_negative_slack_ns = 0
maxSlewHeadroom_pct = 73.3
final_min_period_over_clock_period_pct = 52.1
timing.final.max_slew_violations = 0
tightestPinTransition_ns = 0.401
finClkSkew_ns = 0.00807

[finish]
finish.cell_count_without_fillers = 299
fillers = 919
area_delta_synth_final_pct = 25.8
layout-drive-gt1-share_pct = 17.8

[flow_run]
max_cap_viol_count = 0
tool_warnings = 26

[hold_path]
timing.hold.worst.start = myf1_fsm.state[5]
min-delay-path-class = flop to flop

[outcome]
outcome = finished, final reports clean
cells by family (layout without fill, tap and decap cells):
group | Yosys count | in the layout | share of synthesized area (%)
mux | 25 | 25 | 17.0
flops | 33 | 33 | 46.3
simple gates | 61 | 61 | 20.1
xor+xnor | 12 | 12 | 5.93
buf+inv | 14 | 43 | 3.81
fa+ha+maj | 2 | 2 | 1.41
compound gates | 15 | 15 | 5.43
worst paths after layout:
check / slack, ns / endpoint / depth (start not counted)
max: 2.20 / myclktick.count[6] / 5
min: 0.50 / myf1_fsm.state[5] / 2
min reg2reg: 0.50 / myf1_fsm.state[5] / 2
max reg2reg: 2.20 / myclktick.count[6] / 5
metrics by stage:
step	setup slack, ns	utilization (%)	total power [mW]	area (sq um)
2_1_floorplan	2.34	-	0.412	1770
5_1_grt	2.09	25.2	0.670	2230
3_5_place_dp	2.05	24.3	0.441	2150
3_3_place_gp	2.05	24.3	0.439	2150
6_report	2.20	25.2	0.641	2230
4_1_cts	2.19	25.2	0.652	2230
power by group through the flow:
stage	combinational [mW]	sequential [mW]	clock [mW]
CTS	0.0832	0.351	0.217
global route	0.0893	0.356	0.225
finish	0.0819	0.351	0.207
layout by cell type (no fill, tap or decap), types with 3 or more instances in the layout:
master	n
sky130_fd_sc_hd__buf_4	3
sky130_fd_sc_hd__clkdlybuf4s50_1	26
sky130_fd_sc_hd__clkbuf_8	5
sky130_fd_sc_hd__nand3_1	4
sky130_fd_sc_hd__edfxtp_1	16
sky130_fd_sc_hd__a21oi_1	6
sky130_fd_sc_hd__xor2_1	11
sky130_fd_sc_hd__mux2_2	5
sky130_fd_sc_hd__nand2b_1	5
sky130_fd_sc_hd__mux2_4	9
sky130_fd_sc_hd__inv_1	6
sky130_fd_sc_hd__nor3_1	6
sky130_fd_sc_hd__nor2_1	18
sky130_fd_sc_hd__nor4_1	8
sky130_fd_sc_hd__or4_1	5
sky130_fd_sc_hd__dfxtp_1	17
sky130_fd_sc_hd__o31ai_1	3
sky130_fd_sc_hd__nand2_1	3
sky130_fd_sc_hd__mux2i_1	11
routing by layer:
metal | GRT usage (%) | up-vias | wire length [microns]
li1 | - | 653 | -
met4 | 1.08 | 0 | 70
met5 | 0 | - | 0
met2 | 8.04 | 16 | 1520
met3 | 0.994 | 4 | 107
met1 | 7.50 | 561 | 1780
worst max-delay path: cells and delay by family, from the launching register on:
family / cells / cell delay [ns]
and+or+nand+nor: 2 / 1.11
DFF: 1 / 0.42
muxes: 1 / 0.31
buffers and inverters: 1 / 0.22
AOI/OAI and AO/OA: 1 / 0.09
final cells by class:
class | instances | area [sq um] | area share, %
Sequential cell | 33 | 821 | 36.8
Clock inverter | 3 | 16.3 | 0.729
Multi-Input combinational cell | 115 | 885 | 39.7
Timing Repair Buffer | 29 | 283 | 12.7
Tap cell | 108 | 135 | 6.06
Inverter | 6 | 22.5 | 1.01
Clock buffer | 5 | 68.8 | 3.08
registers in the layout (all words and copies together), names as in the netlist:
| name | flops |
|---|---|
| myf1_fsm.state | 8 |
| myclktick.count | 16 |
| myf1_fsm.nextstate | 8 |
| myclktick.tick | 1 |
No activity file was given, so power comes from the tool's default toggle rates.
